==> design.v <==
`timescale 1ns / 1ps
module timing_generator #(
    parameter integer C_LED_CHAIN_LENGTH = 4,
    parameter integer C_LED_NBANKS = 16,
    parameter integer C_LED_WIDTH = 32,
    parameter integer C_LED_CLKDIV = 32,
    parameter integer C_BPC = 12
)
(
    input sys_en,
    input sys_clk,
    input sys_rst,
    output reg led_clk,
    output reg led_stb,
    output reg led_oe,
    output [$clog2(C_LED_NBANKS)-1 : 0] led_bank,
    output [$clog2(C_LED_WIDTH * C_LED_CHAIN_LENGTH)-1 : 0] ctl_cur_x,
    output [$clog2(C_LED_NBANKS)-1 : 0] ctl_cur_y,
    output [$clog2(C_BPC)-1 : 0] ctl_cur_bit,
    output ctl_vsync
);    
reg [$clog2(C_LED_WIDTH * C_LED_CHAIN_LENGTH)-1 : 0] pixel_counter;
assign ctl_cur_x = pixel_counter;
reg [$clog2(C_LED_NBANKS)-1 : 0] bank_counter;
assign led_bank = bank_counter;
assign ctl_cur_y = bank_counter;
reg [$clog2(C_LED_CLKDIV)-1 : 0] divider_counter;
reg [$clog2(C_BPC)-1 : 0] subframe_counter;
assign ctl_cur_bit = subframe_counter;
wire last_pixel = (pixel_counter >= (C_LED_WIDTH * C_LED_CHAIN_LENGTH) - 1);
wire last_line = (bank_counter >= C_LED_NBANKS - 1);
wire last_subframe = (subframe_counter >= C_BPC - 1);
reg [2:0] line_fsm_state;
wire line_fsm_start;
reg line_fsm_busy;
always @(posedge sys_clk or negedge sys_rst)
begin
    if (~sys_rst) begin
        divider_counter <= 0;
        pixel_counter <= 0;
        line_fsm_busy <= 0;
        line_fsm_state <= 3'b000;
    end else begin
        case (line_fsm_state)
            3'b000: begin
                if (~line_fsm_busy) begin
                    if (line_fsm_start) begin
                        line_fsm_busy <= 1;
                    end else begin
                        line_fsm_busy <= 0;
                    end
                end else begin
                    line_fsm_state <= 3'b001;
                end
            end
            3'b001: begin
                divider_counter <= C_LED_CLKDIV - 1;
                pixel_counter <= 0;
                led_clk <= 0;
                led_stb <= 0;
                line_fsm_state <= 3'b010;
            end
            3'b010: begin
                if (divider_counter == 0) begin
                    if (last_pixel) begin
                        pixel_counter <= 0;
                        line_fsm_state <= 3'b100;
                    end else begin
                        pixel_counter <= pixel_counter + 1;
                    end
                    divider_counter <= C_LED_CLKDIV - 1;
                end else begin
                    divider_counter <= divider_counter - 1;
                end
                if (divider_counter >= (C_LED_CLKDIV / 2))
                    led_clk <= 0;
                else
                    led_clk <= 1;
            end
            3'b100: begin
                led_clk <= 0;
                if (divider_counter == 0) begin
                    line_fsm_state <= 3'b000;
                    line_fsm_busy <= 0;
                end else begin
                    divider_counter <= divider_counter - 1;
                end
                if (divider_counter < ((C_LED_CLKDIV >> 1) + (C_LED_CLKDIV >> 2)))
                    led_stb <= 0;
                else
                    led_stb <= 1;
            end
        endcase
    end
end
reg [2:0] subframe_fsm_state;
reg subframe_line_start;
assign line_fsm_start = subframe_line_start;
reg [$clog2(2**C_BPC  * (C_LED_WIDTH * C_LED_CHAIN_LENGTH) * C_LED_CLKDIV * 2)-1: 0] subframe_delay;
reg [$clog2((C_LED_WIDTH * C_LED_CHAIN_LENGTH) * C_LED_CLKDIV * 2)-1: 0] subframe_calibration_delay;
reg vsync;
assign ctl_vsync = vsync;
always @(posedge sys_clk or negedge sys_rst)
begin
    if (~sys_rst) begin
        subframe_counter <= 0;
        subframe_calibration_delay <= 0;
        subframe_delay <= 0;
        bank_counter <= 0;
        vsync <= 0;
        subframe_line_start <= 0;
        subframe_fsm_state <= 3'b000;
    end else begin
        case (subframe_fsm_state)
            3'b000: begin
                led_oe <= 1;
                if (!line_fsm_busy) begin
                    subframe_line_start <= 1;
                        subframe_fsm_state <= 3'b011;
                        subframe_delay <= (8 << subframe_counter); 
                end else begin
                end
            end
            3'b001: begin
                subframe_line_start <= 0;
                subframe_calibration_delay <= 0;
                subframe_fsm_state <= 3'b010;
            end
            3'b010: begin
                if (!line_fsm_busy) begin
                    subframe_calibration_delay <= 1;
                    subframe_delay <= ((subframe_calibration_delay>>1) << subframe_counter);
                    subframe_fsm_state <= 3'b100;
                end else begin
                    subframe_calibration_delay <= subframe_calibration_delay + 1;
                end
            end
            3'b011: begin
                subframe_line_start <= 0;
                subframe_fsm_state <= 3'b100;
            end
            3'b100: begin
                if (!line_fsm_busy) begin
                    led_oe <= 0;
                    if (subframe_delay == 0) begin
                        if (last_subframe) begin
                            subframe_counter <= 0;
                            if (last_line) begin
                                bank_counter <= 0;
                                subframe_fsm_state <= 3'b101;
                                subframe_delay = 10;
                            end else begin
                                bank_counter <= bank_counter + 1;
                                subframe_fsm_state <= 3'b000;
                            end
                        end else begin
                            subframe_counter <= subframe_counter + 1;
                            subframe_fsm_state <= 3'b000;
                        end
                    end else begin
                        subframe_delay <= subframe_delay - 1;
                    end
                end else begin
                    led_oe <= 1;
                end
            end
            3'b101: begin
                led_oe <= 1;
                vsync <= 1;
                if (subframe_delay == 0) begin
                    subframe_fsm_state <= 3'b110;
                    subframe_delay <= 50;
                end else begin
                    subframe_delay <= subframe_delay - 1;
                end
            end
            3'b110: begin
                vsync <= 0;
                if (subframe_delay == 0) begin
                    subframe_fsm_state <= 3'b000;
                end else begin
                    subframe_delay <= subframe_delay - 1;
                end
            end
        endcase
    end
end
endmodule
==> run.sh <==
#!/bin/bash
# OpenROAD 26Q1-2900-gdf79404cd8, Yosys 0.63+post, stock flow scripts
make -C /OpenROAD-flow-scripts/flow DESIGN_CONFIG=/design/flow/config.mk WORK_HOME=/design/flow/orfs finish
==> config.mk <==
export PLATFORM = sky130hd
export DESIGN_NAME = timing_generator
export DESIGN_NICKNAME = timing_generator
export VERILOG_FILES = /design/flow/design.v
export SDC_FILE = /design/flow/constraint.sdc
export NUM_CORES = 4
export LEC_CHECK = 1
export CORE_UTILIZATION = 50
==> constraint.sdc <==
current_design timing_generator

set clk_period 6.9
set clk_io_pct 0.2

create_clock -name clk0 -period $clk_period [get_ports {sys_clk}]

set non_clock_inputs [all_inputs -no_clocks]
set_input_delay [expr $clk_period * $clk_io_pct] -clock clk0 $non_clock_inputs
set_output_delay [expr $clk_period * $clk_io_pct] -clock clk0 [all_outputs]
==> deck_impl_summary.md <==
Key Metrics from the Run

Run status
  • Status: complete, no violations

Global routing
  • Global-route wire length before repair: 21400 um
  • Largest net degree at the start of global routing: 40
  • Vias in the first global route: 4115
  • Initial antenna violation count: 0
  • Overflow after GRT: 0
  • GR Util All Layers: 0.275

Setup path
  • Worst Path Class, Setup: reg -> reg
  • Reg2reg end: subframe_delay[6]
  • Crit path DAT: 3.46 ns
  • Worst EP required: 7.12 ns
  • Critical path endpoint category: register
  • RR Startpoint: subframe_delay[16]
  • Crit Path Max Fanout: 17
  • Reg2Reg Depth: 7
  • Crit path launch type: register
  • Reg2Reg Setup Slack: 3.66 ns
  • Crit path largest cell delay: roughly 0.63 ns
  • Worst path slowest cell: nor4_1
  • Crit path cell chain: nor4_1 -> and4b_1 -> nand3_1 -> o21ai_2 -> buf_4 -> or3_1 -> o311ai_0

Final timing
  • Min Hold Slack: 0.478 ns
  • Achievable frequency: 308 MHz
  • Fin crit share: 0.470
  • Slew Viols, Final: 0
  • Setup violations, final: 0
  • Setup TNS: 0 ns
  • Post-route setup slack: 3.66 ns
  • Slew HR: 0.543
  • Final min period: about 3.2 ns
  • Final Hold Viols: 0
  • RSZ-0062 raised after global routing: no
  • Least-Margin Pin Slew: 0.679 ns
  • Clk_skew: 0.0116 ns

Clocking
  • CTS tree: yes
  • Setup Fix Bufs, Post-CTS: 0
  • Root buf cell: clkbuf_8
  • H-tree depth: 3
  • Clk latency of the worst-skew pair: 0.36 ns
  • Post-CTS resize count: 0
  • Sinks on Clock Net: between 70 and 80
  • Post-CTS Hold Fix Bufs: 0
  • Clock-pin slew on the worst setup and hold paths: 0.08 ns
  • CTS max path bufs: 2
  • Num CTS Buffers: 9

Synthesis
  • EDFF count, synth: 3
  • Synthesis Warnings: 1
  • Post-synth seq share: 0.380
  • Cells after Synth: 575
  • Cells in synth_stat.txt: 575
  • FF+latch count, synth: roughly 74
  • YS chip area: just under 5000 um2
  • Cell Type Count: 66
  • Leading register cell type out of synthesis: dfrtp_1
  • Avg Cell Area, Syn: 8.56 um2
  • Synthesized area: ~5000 um2
  • FFs w/ async S/R, synth: 0.959

Die
  • Die Ht: 101 um
  • Site Rows: 35
  • Die W: 101 um
  • Init Core Util: 0.525
  • I/O pin total: 26
  • Die Area: 10200 um2
  • Core area: between 9000 and 10000 um2

Min path
  • Worst hold start: subframe_fsm_state[5]
  • Cell count of the worst hold path: 1
  • Hold endpoint: subframe_line_start
  • Hold Path Class: reg -> reg

Pwr
  • Power consumption: 0.829 mW
  • Leakage: ~2.2 nW
  • PD cells: roughly 150 nW/um2
  • Worst vdd ir: 80.3 uV

Flow run
  • Maxcap violations: 0
  • OpenROAD warnings: 31

Routing
  • Post-route ant nets: 0
  • Antenna diodes: 0
  • Post-Route WL: 12800 um
  • TritonRoute pass-1 iters: 5
  • Avg Vias per Cell: roughly 6.2
  • Routed vias: 4430
  • Starting DRC count in detailed routing: between 200 and 250
  • WL/cell: 17.8 um
  • # DRC: 0

Layout
  • Fin cells: 718
  • Layout cell share with drive strength beyond 1: 0.0866
  • Final instance area: 5450 um2
  • P&R area growth vs syn: 10.8%
  • Util after Layout: 0.582

Place
  • PortBufs: 24
  • Placement Setup Slack: 3.81 ns
  • Placed insts: 702
  • DP HPWL: around 9100 um
  • Final GP Congestion: about 0.97
  • Post-DP Area: 5230 um2
[kinds of logic after synthesis]
group / synth area share
AND/OR/NAND/NOR: 0.228
flip-flops: 0.380
AND-OR/OR-AND: 0.235
adder cells (fa/ha/maj): 0.0280
multiplexers: 0.0651
XOR/XNOR: 0.0196
buffers and inverters: 0.0447
[per-layer routing]
metal | wire length [um] | global-route usage | up-vias
li1 | - | - | 2153
met1 | 6000 | 0.455 | 2077
met2 | 5350 | 0.390 | 176
met3 | 1160 | 0.0532 | 24
met4 | 267 | 0.0591 | 0
met5 | 0 | 0 | -
[final cells by class]
type | count | area, um2
clock buffers | 9 | 124
repair buffers | 32 | 298
flip-flops and latches | 74 | 1870
multi-input cells | 449 | 2830
fillers | 857 | 3920
clock inverters | 7 | 98.8
inverters | 18 | 67.6
well taps | 129 | 161
[cell usage after synthesis (4+ instances only)]
cell type / n / area (um2)
dfrtp_1: 69 / 1730
o21ai_0: 63 / 315
nand2_1: 55 / 206
nor2_1: 50 / 188
a21oi_1: 32 / 160
clkbuf_1: 23 / 86.3
nand3_1: 23 / 115
nor3_1: 21 / 105
or3_1: 19 / 119
inv_1: 18 / 67.6
mux2i_1: 14 / 140
ha_1: 11 / 138
mux2_2: 10 / 113
o221ai_1: 10 / 87.6
nand2b_1: 8 / 50.1
nand4_1: 8 / 50.1
a31oi_1: 7 / 43.8
and2_1: 7 / 43.8
a21o_1: 6 / 45.0
and3_1: 6 / 37.5
nor2b_1: 6 / 37.5
o21a_1: 6 / 45.0
o22ai_1: 6 / 37.5
xnor2_1: 6 / 52.6
nor4_1: 5 / 31.3
o31ai_1: 5 / 37.5
xor2_1: 5 / 43.8
a32o_1: 4 / 40.0
buf_1: 4 / 15.0
buf_4: 4 / 30.0
o2bb2ai_1: 4 / 35.0
[worst max path at each step]
| stage | end | startpoint | slack, ns | cells past startpoint |
|---|---|---|---|---|
| CTS | subframe_delay[6] | subframe_delay[16] | 3.77 | 7 |
| finish | subframe_delay[6] | subframe_delay[16] | 3.66 | 7 |
| global route | subframe_delay[6] | subframe_delay[16] | 3.46 | 7 |
[where the power goes]
part / switching (mW) / internal [mW] / leakage [nW]
registers: 0 / 0.435 / 1.01
clock network: 0.178 / 0.207 / 0.112
logic: 0.00805 / 0.000784 / 1.12
[registers in the layout, summed over array words and instances, names as in the netlist, named ones only]
register and flops:
subframe_calibration_delay 13, subframe_counter 4, subframe_line_start 1, led_clk 1
line_fsm_busy 1, divider_counter 5, bank_counter 4, led_stb 1
vsync 1, subframe_fsm_state 5, line_fsm_state 4, pixel_counter 7
subframe_delay 25, led_oe 1
[placed cells by master (no fill, tap or decap), drive strengths merged, types with 4 or more instances in the layout]
master         synthesis  final
o21ai                 68     68
a32o                   4      4
o21a                   6      6
mux2                  10     10
ha                    11     11
mux2i                 14     14
o22ai                  6      6
o31ai                  5      5
nor2b                  6      6
nor4                   6      6
a31oi                  7      7
xnor2                  6      6
buf                   11      9
o221ai                10     10
dfrtp                 69     69
nand4                  8      8
nand2b                 8      8
nor2                  50     50
and2                   7      7
clkbuf                23      9
o2bb2ai                4      4
or3                   19     19
clkdlybuf4s50          0     23
nor3                  24     24
a21oi                 32     32
nand3                 23     23
and3                   6      6
nand2                 55     55
xor2                   5      5
a21o                   6      6
inv                   18     21
[worst max-delay path, delay by kind of cell, from the launching register on]
family / cells / cell delay, ns
flops: 1 / 0.44
buf+inv: 1 / 0.31
compound gates: 2 / 0.71
simple gates: 4 / 1.63
Power figures rest on the tool's default switching activity, not on a simulated workload.
